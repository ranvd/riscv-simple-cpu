==> flow/design.v <==
module fulladder (
    input wire a0,
    input wire a1,
    input wire cin,
    output wire s,
    output wire cout
);
    wire h0_s, h0_c;
    assign h0_s = a0 ^ a1;
    assign h0_c = a0 & a1;
    assign s = cin ^ h0_s;
    assign cout = (h0_s & cin) | h0_c;
endmodule
module pseudoadder #(
    parameter DATA_WIDTH = 64
)(
    input wire [DATA_WIDTH-1:0] a0,
    input wire [DATA_WIDTH-1:0] a1,
    input wire [DATA_WIDTH-1:0] a2,
    output reg [DATA_WIDTH-1:0] s,
    output reg [DATA_WIDTH-1:0] c
);
    genvar i;
    for (i = 0; i < DATA_WIDTH-1; i = i+1) begin
        fulladder fd1 (a0[i], a1[i], a2[i], s[i], c[i+1]);
    end
    wire overflow;
    fulladder fd2 (a0[DATA_WIDTH-1], a1[DATA_WIDTH-1], a2[DATA_WIDTH-1], s[DATA_WIDTH-1], overflow);
endmodule
==> flow/run.sh <==
#!/bin/bash
# OpenROAD 26Q1-2900-gdf79404cd8, Yosys 0.63+post, stock flow scripts
make -C /OpenROAD-flow-scripts/flow DESIGN_CONFIG=/design/flow/config.mk WORK_HOME=/design/flow/orfs finish
==> flow/config.mk <==
export PLATFORM = sky130hd
export DESIGN_NAME = pseudoadder
export DESIGN_NICKNAME = pseudoadder
export VERILOG_FILES = /design/flow/design.v
export SDC_FILE = /design/flow/constraint.sdc
export NUM_CORES = 4
export LEC_CHECK = 1
export CORE_AREA = 10 10 157 157
export DIE_AREA = 0 0 167 167
==> flow/constraint.sdc <==
current_design pseudoadder

set clk_period 1.0
set clk_io_pct 0.2

create_clock -name clk0 -period $clk_period

set non_clock_inputs [all_inputs -no_clocks]
set_input_delay [expr $clk_period * $clk_io_pct] -clock clk0 $non_clock_inputs
set_output_delay [expr $clk_period * $clk_io_pct] -clock clk0 [all_outputs]
==> impl_metrics.csv <==
group,metric,value,unit
logic_synthesis,topCombFamilyByArea,"adder cells",
sta,hold_viol,0,
logic_synthesis,synthSimpleGateAreaFrac,0,
worst_setup_path,arrival,1010,ps
worst_setup_path,critPathMaxFanout,1,
worst_setup_path,slowest_stage,"fa_2",
detailed_routing,met1Wirelength,3636,µm
floorplan,num_rows,53,
outcome,violations,"setup timing",
logic_synthesis,yosysUniqueCellTypes,4,
detailed_routing,num_antenna_cells,0,
logic_synthesis,ys_cells,193,
logic_synthesis,ys_sh_mux,0,
detailed_routing,drcViolationCount,0,
detailed_routing,first_pass_iters,2,
detailed_routing,routedWlPerCell,15.81,µm
detailed_routing,wl_met3,986,µm
logic_synthesis,synthAdderAreaFrac,0.5606,
placement,placed_area,4826,µm²
flow_run,drv_cap,0,
min_path,hp-class,"in -> out",
logic_synthesis,yosys.area.top_type_share,0.5606,
placement,gp_congestion,0.7884,
final_layout,regArea,0,µm²
sta,rsz0062_at_grt,"yes",
logic_synthesis,largest_area_cell,"fa_1",
sta,fmax,824.4,MHz
floorplan,die_w,167,µm
final_layout,final_cell_area,4146,µm²
power,leakagePower,1.938,nW
logic_synthesis,seq_area_frac_synth,0,
power,p_per_area,428.6,nW/µm²
clocking,post_cts_buffers,0,
floorplan,die_y,167,µm
sta,min_period_over_period,1.213,
worst_setup_path,end_kind,"output port",
logic_synthesis,most_common_cell,"buf_4",
logic_synthesis,synth.avg_cell_area,11.66,µm²
detailed_routing,vias_per_cell,2.830,
placement,hpwl,10160,µm
sta,fin_ws,-212.9,ps
power,ir_drop,0.1238,mV
sta,min_period,1213,ps
final_layout,nClkBuffers,0,
floorplan,die_area,27890,µm²
power,net-switching-power,0.0005755,W
worst_setup_path,slowest_delay,600,ps
global_routing,grt_max_degree,2,
final_layout,drive_gt1_frac,0.9948,
worst_setup_path,cp_num_buf_inv,2,
global_routing,grt_pass1_vias,2312,
logic_synthesis,yosys_area,2250,µm²
power,seq_power_share,0,
worst_setup_path,cpLargestDelayFamily,"adder cells",
flow_run,warnings,35,
power,power_frac_clock,0,
worst_setup_path,path_class,"in -> out",
logic_synthesis,xor_share,0.01057,
global_routing,grt_antenna_before_repair,0,
logic_synthesis,synth.cell_area,2250,µm²
logic_synthesis,synthTopCellsByCount,"buf_4, fa_1, conb_1, xor3_1",
detailed_routing,top_layer_used,"met4",
clocking,holdBufCountCts,0,
power,swShare,0.3238,
final_layout,area_growth,84.32,%
logic_synthesis,synth_warnings,1,
detailed_routing,route.met2.wl,5768,µm
sta,whs,698.3,ps
detailed_routing,drt-initial-drc-count,16,
worst_setup_path,crit_required,800,ps
floorplan,core_area,21150,µm²
global_routing,grt.overflow.total,0,
min_path,holdPathStages,3,
detailed_routing,wirelength,10420,µm
outcome,outcome,"finished, violations left",
worst_setup_path,worstSetupStartpointType,"input pin",
floorplan,fp_util,0.1063,
logic_synthesis,aoi_share,0,
global_routing,grt_usage,0.07190,
final_layout,ff_count,0,
worst_setup_path,cp.depth,3,
detailed_routing,num_vias,1865,
floorplan,pin_count,320,
logic_synthesis,synth_cells,193,
sta,drv_slew,0,
logic_synthesis,netlist_top_cells_area,"fa_1, buf_4, xor3_1",
placement,portBuffers,319,
sta,setup_viol,65,
power,p_comb_frac,1.000,
worst_setup_path,cp_cell_sequence,"buf_6 -> fa_2 -> buf_2",
detailed_routing,drtAntennaViolNets,0,
global_routing,grt_pass1_wl,15390,µm
power,intPower,0.001202,W
path summary, 6_finish.rpt:
kind	slack [ps]	endpoint	startpoint
setup / recovery	-210	s[36]	a1[36]
hold / removal	700	s[63]	a0[63]
stage by stage:
stage	setup TNS (ps)	utilization	worst slack [ps]	cells	power, W
after detailed placement	-99620	0.2281	-1040	659	0.002446
after global placement	-99600	0.2281	-1031	659	0.002441
after floorplan	-31.16	-	-0.4946	193	0.0009467
final	-8531	0.1960	-212.9	659	0.001777
after global routing	-9832	0.1960	-245.3	659	0.002060
after CTS	-9062	0.1834	-243.3	659	0.001763
power groups by stage:
| stage | Sequential [W] | Clock, W | Combinational [W] |
|---|---|---|---|
| 6_report | 0 | 0 | 0.00178 |
| 4_1_cts | 0 | 0 | 0.00176 |
| 5_1_grt | 0 | 0 | 0.00206 |
kinds of logic (layout without fill, tap and decap cells):
kind of cell             after synthesis  after routing
adder cells (fa/ha/maj)               63             63
other                                  1              1
XOR/XNOR                               1              1
buffers and inverters                128            319
layer usage:
layer  GRT usage  vias to the layer above
met4    0.001527                        0
met2      0.1333                      141
li1            -                      832
met5           0                        -
met3     0.02554                        2
met1     0.08138                      890
layout make-up:
| cell class | instances | area (µm²) |
|---|---|---|
| timing repair buffer | 319 | 2356 |
| multi-input combinational | 65 | 1446 |
| fill | 2359 | 17010 |
| tap | 275 | 344.1 |
repair_timing:
action,in CTS,in global routing
setup endpoints to repair,127,78
gates resized,1308,46
pin swaps,63,37
cell usage in the layout, fill, tap and decap left out:
| cell type | synthesis | routed |
|---|---|---|
| xor3_1 | 1 | 1 |
| buf_2 | 0 | 197 |
| buf_4 | 128 | 1 |
| conb_1 | 1 | 1 |
| fa_2 | 0 | 63 |
| buf_6 | 0 | 121 |
worst min-delay path, stage by stage:
cell	delay, ps
buf_2	80
xor3_1	120
buf_2	90
No activity file was given, so power comes from the tool's default toggle rates.
